File: flow/design.v
module alu (
    input [3:0] func_i,
    input signed [31:0] op1_i,
    input signed [31:0] op2_i,
    output signed [31:0] d_o,
    output zero_o,
    output lt_o
);
  logic [31:0] d_w;
  always_comb begin
    case (func_i)
      1:  d_w = op1_i + op2_i;   
      2:  d_w = op1_i - op2_i;   
      3:  d_w = op1_i & op2_i;   
      4:  d_w = op1_i ^ op2_i;   
      5:  d_w = op1_i | op2_i;   
      6:  d_w = {31'b0, op1_i < op2_i};   
      7:  d_w = {31'b0, $unsigned(op1_i) < $unsigned(op2_i)};   
      8:  d_w = op1_i << op2_i[4:0];   
      9:  d_w = op1_i >> op2_i[4:0];   
      10: d_w = op1_i >>> op2_i[4:0];   
      11: d_w = op1_i;   
      12: d_w = 32'hxxxxxxxx;
      default: d_w = 32'h0;
    endcase   
  end
  assign zero_o = (d_w == 32'h0) ? 1'b1 : 1'b0;
  assign lt_o = ($signed(d_w) < $signed(32'h0)) ? 1'b1 : 1'b0;
  assign d_o = d_w;
endmodule
File: flow/run.sh
#!/bin/bash
# OpenROAD 26Q1-2900-gdf79404cd8, Yosys 0.63+post, stock flow scripts
make -C /OpenROAD-flow-scripts/flow DESIGN_CONFIG=/design/flow/config.mk WORK_HOME=/design/flow/orfs finish
File: flow/config.mk
export PLATFORM = sky130hd
export DESIGN_NAME = alu
export DESIGN_NICKNAME = alu
export VERILOG_FILES = /design/flow/design.v
export SDC_FILE = /design/flow/constraint.sdc
export NUM_CORES = 4
export LEC_CHECK = 1
export CORE_UTILIZATION = 40
File: flow/constraint.sdc
current_design alu

set clk_period 13.8
set clk_io_pct 0.2

create_clock -name clk0 -period $clk_period

set non_clock_inputs [all_inputs -no_clocks]
set_input_delay [expr $clk_period * $clk_io_pct] -clock clk0 $non_clock_inputs
set_output_delay [expr $clk_period * $clk_io_pct] -clock clk0 [all_outputs]
==> reports/summary.txt <==
Wire length of the first global-routing pass: 80900 microns
Number of buffers inserted for hold repair after clock tree synthesis: 0
Status: completed
CP Capture Type: output pin
Cell Int Power: 0.000186 W
Number of global-route vias before repair: 11700
Crit path largest cell delay: 0.54 ns
# placed instances: 1826
Number of standard cells in the final layout excluding fillers: 1828
Cells after Synth: 1488
Worst-path maximum fanout: 43
Final Slew Violations: 0
Yosys top cell by area: sky130_fd_sc_hd__ha_1
Synth-to-Final Area Change: 10.5%
Setup repair after global routing missed its margin: false
Count of buffer and inverter cells on the critical path: 4
Average wire per standard cell: 30.3 microns
Main area contributors: sky130_fd_sc_hd__ha_1 (12%), sky130_fd_sc_hd__mux4_2 (9.6%), sky130_fd_sc_hd__a21oi_1 (5.7%), sky130_fd_sc_hd__mux2i_1 (5.0%), sky130_fd_sc_hd__nand2_1 (5.0%)
Flip-flop and latch count: 0
Dominant logic cell types in the final layout: sky130_fd_sc_hd__nand2_1 (137), sky130_fd_sc_hd__nor2_1 (129), sky130_fd_sc_hd__a21oi_1 (116)
Mean post-synth cell area: 6.93 sq um
Quantity of gates resized following cts: 0
Final weighted congestion in routability-driven placement: 1.04
Overflow left after global routing: 0
Setup Buffers After CTS: 0
Largest net degree at the start of global routing: 55
Setup total negative slack: 0 ns
Kind of cell adding the most delay to the critical path: AND-OR/OR-AND gates
Final Hold Fails: 0
Fraction of final layout cells with drive strength greater than 1: 9.96%
Maxcap violations: 0
Cell Pwr Density: 43.7 mW/mm^2
Synth Cell Area: 0.0103 sq mm
Total vias in the final route: 12800
Vias per cell: 6.98
Die Y: 163 microns
Port bufs: 102
Yosys cell types: 84
Flip-flop and latch area: 0 sq um
Switching component of the power: 0.000312 W
Class of the worst hold path: in -> out
P_leak: 4.50 nW
First-pass DRT Iterations: 7
Antenna-violating nets left: 0
Least-Margin Pin Slew: 1.05 ns
Overall routing resource usage: 42.5%
Sw Ratio: 62.7%
Remaining design rule violation count: 0
CP max stage cell: sky130_fd_sc_hd__a221oi_1
Standard-cell rows: 58
Chip area line of the yosys report: 0.0103 sq mm
Maximum vdd ir drop: 0.0296 mV
Final critical-path required period: 11.11 ns
Initial Util: 40.8%
Post-synthesis cell count from yosys: 1488
Start point of the worst hold path: func_i[0]
Part of the cycle the worst path needs: 80.5%
Cells traversed along the worst timing path: clkdlybuf4s50_1 -> buf_4 -> inv_1 -> ha_1 -> and2_1 -> a221oi_1 -> a211o_1 -> a31oi_1 -> a21oi_1 -> o21ai_0 -> o21ai_0 -> mux2i_1 -> o211ai_1 -> nand4b_1 -> and4bb_1 -> clkdlybuf4s50_1
Total number of warnings across the stage logs: 99
Overall routed net length: 55400 microns
Detailed placement HPWL: 42600 microns
Number of warnings printed during yosys synthesis: 1
Most frequent logic cell in the layout: sky130_fd_sc_hd__nand2_1
Initial antenna violation count: 2
Worst-case hold path end point: d_o[1]
Final-layout clock buffer total: 0
Fmax: 0.0900 GHz
Number of DRC markers after the initial detailed-route iteration: 1832
Hold depth: 6
Critical Setup Path Class: in -> out
Proportion of netlist area held by the largest area contributor: 12.1%
Critical path data arrival time: 8.35 ns
I/O pin count: 102
Die outline area: 0.0264 sq mm
Register area share after synthesis: 0%
Worst max-slew margin expressed relative to the limit: 29.5%
Final-report setup violation count: 0
Nature of the critical path startpoint: primary input
Req. time, crit path: 11.04 ns
Die width: 163 microns
Core area: 0.0253 sq mm
[cell usage after synthesis (21+ instances only)]
| library cell | instances |
|---|---|
| sky130_fd_sc_hd__a21oi_1 | 117 |
| sky130_fd_sc_hd__a22oi_1 | 23 |
| sky130_fd_sc_hd__a31oi_1 | 24 |
| sky130_fd_sc_hd__buf_2 | 31 |
| sky130_fd_sc_hd__clkbuf_1 | 72 |
| sky130_fd_sc_hd__ha_1 | 100 |
| sky130_fd_sc_hd__inv_1 | 97 |
| sky130_fd_sc_hd__mux2_2 | 34 |
| sky130_fd_sc_hd__mux2i_1 | 52 |
| sky130_fd_sc_hd__mux4_2 | 44 |
| sky130_fd_sc_hd__nand2_1 | 137 |
| sky130_fd_sc_hd__nand2b_1 | 21 |
| sky130_fd_sc_hd__nand3_1 | 62 |
| sky130_fd_sc_hd__nand4_1 | 21 |
| sky130_fd_sc_hd__nor2_1 | 130 |
| sky130_fd_sc_hd__nor3_1 | 39 |
| sky130_fd_sc_hd__o211ai_1 | 29 |
| sky130_fd_sc_hd__o21ai_0 | 75 |
| sky130_fd_sc_hd__xnor2_1 | 21 |
[worst min-delay path: stages]
cell and delay, ns:
sky130_fd_sc_hd__buf_2 0.23, sky130_fd_sc_hd__a222oi_1 0.13, sky130_fd_sc_hd__nand3_1 0.08, sky130_fd_sc_hd__nor3_1 0.07, sky130_fd_sc_hd__nor2_1 0.12, sky130_fd_sc_hd__clkdlybuf4s50_1 0.49
[layer usage]
metal / global-route usage, % / vias up / part of all wire (%)
met5: 0 / - / 0.032
li1: - / 5659 / -
met4: 13.0 / 2 / 4.1
met1: 62.0 / 6137 / 42
met2: 63.5 / 825 / 43
met3: 7.95 / 140 / 11
[cells by family after synthesis]
kind of cell	share of synthesized area, %
buffers and inverters	9.82
adder cells (fa/ha/maj)	12.5
XOR/XNOR	2.29
multiplexers	18.4
AND-OR/OR-AND	33.4
AND/OR/NAND/NOR	23.6
[how the worst max path moves through the flow]
stage         slack (ns)  depth (start not counted)      from      to
finish              2.69                         16  op2_i[4]  zero_o
global route        2.39                         16  op2_i[4]  zero_o
CTS                 2.84                         16  op2_i[4]  zero_o
[area by class of cell]
type / instances / area, sq um
Fill cell: 2677 / 13900
Multi-Input combinational cell: 1257 / 9310
Timing Repair Buffer: 140 / 1290
Tap cell: 330 / 413
Inverter: 99 / 372
Antenna cell: 2 / 5.00
[through the flow]
| step | setup slack [ns] | utilization [%] | power (W) | area [sq um] | hold slack (ns) |
|---|---|---|---|---|---|
| after detailed placement | 2.85 | 45.1 | 0.000479 | 11400 | 6.61 |
| after CTS | 2.84 | 45.1 | 0.000482 | 11400 | 6.62 |
| after floorplan | 4.59 | - | 0.000300 | 10300 | 5.73 |
| final | 2.69 | 45.1 | 0.000498 | 11400 | 6.65 |
| after global placement | 2.83 | 45.1 | 0.000483 | 11400 | 6.59 |
| after global routing | 2.39 | 45.1 | 0.000525 | 11400 | 6.69 |
No activity file was given, so power comes from the tool's default toggle rates.
